## config.mk

```make
export PLATFORM = sky130hd
export DESIGN_NAME = testServo
export DESIGN_NICKNAME = testServo
export VERILOG_FILES = /design/flow/design.v
export SDC_FILE = /design/flow/constraint.sdc
export NUM_CORES = 4
export LEC_CHECK = 1
export CORE_UTILIZATION = 40
```

## constraint.sdc

```tcl
current_design testServo

set clk_period 3.8
set clk_io_pct 0.2

create_clock -name clk0 -period $clk_period [get_ports {clk}]

set non_clock_inputs [all_inputs -no_clocks]
set_input_delay [expr $clk_period * $clk_io_pct] -clock clk0 $non_clock_inputs
set_output_delay [expr $clk_period * $clk_io_pct] -clock clk0 [all_outputs]
```

## design.v

```verilog
module testServo(clk, servoSelect, selectRedBlue, selectGreenOther, selectBinRecycle, selectRed, selectGreenBlue, positionRedBlue, positionGreenOther, positionBinRecycle, positionRed, positionGreenBlue, testComplete);
input clk;
input [3:0] servoSelect;
output selectRedBlue, selectGreenOther, selectBinRecycle, selectRed, selectGreenBlue;
output [9:0] positionRedBlue, positionGreenOther, positionBinRecycle, positionRed, positionGreenBlue;
output testComplete;
reg selectRedBlue, selectGreenOther, selectBinRecycle, selectRed, selectGreenBlue;
reg [9:0] positionRedBlue, positionGreenOther, positionBinRecycle, positionRed, positionGreenBlue;
reg [3:0] state;
reg [24:0] pause;
reg [3:0] servoSelectCheck, servoSelect_reg;
reg testComplete;
initial pause = 25'd0;
initial selectRedBlue = 1'b0;
initial selectGreenOther = 1'b0;
initial selectBinRecycle = 1'b0;
initial selectRed = 1'b0;
initial selectGreenBlue = 1'b0;
parameter control = 4'd0, redBlueLeft = 4'd1, redBlueCentre = 4'd2, redBlueRight = 4'd3, greenOtherUp = 4'd4,
		  greenOtherCentre = 4'd5, greenOtherDown = 4'd6, binRecycleLeft = 4'd7, binRecycleRight = 4'd8,
		  redPush = 4'd9, redHome = 4'd10, greenBlueLeft = 4'd11, greenBlueCentre = 4'd12,
		  greenBlueRight = 4'd13, maintenanceEND = 4'd14;
always@(posedge clk)
	begin
	if(servoSelectCheck != servoSelect)	 
		begin
		servoSelectCheck <= servoSelect;	 
		servoSelect_reg <= servoSelect;		 
		testComplete <= 1'b0;
		end
	case(state)
		control:
			begin
			if(servoSelect_reg == 4'b0000)	 
				begin
				servoSelect_reg <= 4'b1111;	 
				state <= redBlueLeft;	 
				end
			else if(servoSelect_reg == 4'b0001)	 
				begin
				servoSelect_reg <= 4'b1111;	 
				state <= redBlueCentre;	 
				end
			else if(servoSelect == 4'b0010)	 
				begin
				servoSelect_reg <= 4'b1111;
				state <= redBlueRight;
				end
			else if(servoSelect_reg == 4'b0011)	 
				begin
				servoSelect_reg <= 4'b1111;
				state <= greenOtherUp;
				end
			else if(servoSelect_reg == 4'b0100)	 
				begin
				servoSelect_reg <= 4'b1111;
				state <= greenOtherCentre;
				end
			else if(servoSelect_reg == 4'b0101)	 
				begin
				servoSelect_reg <= 4'b1111;
				state <= greenOtherDown;
				end
			else if(servoSelect_reg == 4'b0110)	 
				begin
				servoSelect_reg <= 4'b1111;
				state <= binRecycleLeft;
				end
			else if(servoSelect_reg == 4'b0111)	 
				begin
				servoSelect_reg <= 4'b1111;
				state <= binRecycleRight;
				end
			else if(servoSelect_reg == 4'b1000)	 
				begin
				servoSelect_reg <= 4'b1111;
				state <= redPush;
				end
			else if(servoSelect_reg == 4'b1001)	 
				begin
				servoSelect_reg <= 4'b1111;
				state <= redHome;
				end
			else if(servoSelect_reg == 4'b1010)	 
				begin
				servoSelect_reg <= 4'b1111;
				state <= greenBlueLeft;
				end
			else if(servoSelect_reg == 4'b1011)	 
				begin
				servoSelect_reg <= 4'b1111;
				state <= greenBlueCentre;
				end
			else if(servoSelect_reg == 4'b1100)	 
				begin
				servoSelect_reg <= 4'b1111;
				state <= greenBlueRight;
				end
			else if(servoSelect_reg == 4'b1101)
				begin
				servoSelect_reg <= 4'b1111;
				state <= maintenanceEND;
				end
			else
				state <= control;			 
			end
		redBlueLeft:			 
			begin
			selectRedBlue <= 1'b1;
			positionRedBlue <= 10'd160;	 
			if(pause == 25000000)
				begin
				pause <= 0;
				testComplete <= 1'b1;
				state <= control;
				end
			else
				begin
				pause <= pause + 1;
				state <= redBlueLeft;
				end
			end
		redBlueCentre:			 
			begin
			selectRedBlue <= 1'b1;
			positionRedBlue <= 10'd355;	 
			if(pause == 25000000)	 
				begin
				pause <= 0;	 
				testComplete <= 1'b1;
				state <= control;	 
				end
			else
				begin
				pause <= pause + 1;	 
				state <= redBlueCentre;	 
				end
			end
		redBlueRight:			 
			begin
			selectRedBlue <= 1'b1;
			positionRedBlue <= 10'd800;	 
			if(pause == 25000000)	 
				begin
				pause <= 0;	 
				testComplete <= 1'b1;
				state <= control;	 
				end
			else
				begin
				pause <= pause + 1;	 
				state <= redBlueRight;	 
				end
			end
		greenOtherUp:			 
			begin
			selectGreenOther <= 1'b1;
			positionGreenOther <= 10'd160;	 
			if(pause == 25000000)	 
				begin
				pause <= 0;	 
				testComplete <= 1'b1;
				state <= control;	 
				end
			else
				begin
				pause <= pause + 1;	 
				state <= greenOtherUp;	 
				end
			end
		greenOtherCentre:		 
			begin
			selectGreenOther <= 1'b1;
			positionGreenOther <= 10'd355;	 
			if(pause == 25000000)	 
				begin
				pause <= 0;	 
				testComplete <= 1'b1;
				state <= control;	 
				end
			else
				begin
				pause <= pause + 1;	 
				state <= greenOtherCentre;	 
				end
			end
		greenOtherDown:		 
			begin
			selectGreenOther <= 1'b1;
			positionGreenOther <= 10'd800;	 
			if(pause == 25000000)	 
				begin
				pause <= 0;	 
				testComplete <= 1'b1;
				state <= control;	 
				end
			else
				begin
				pause <= pause + 1;	 
				state <= greenOtherDown;	 
				end
			end
		binRecycleLeft:			 
			begin
			selectBinRecycle <= 1'b1;
			positionBinRecycle <= 10'd160;	 
			if(pause == 25000000)	 
				begin
				pause <= 0;	 
				testComplete <= 1'b1;
				state <= control;	 
				end
			else
				begin
				pause <= pause + 1;	 
				state <= binRecycleLeft;	 
				end
			end
		binRecycleRight:		 
			begin
			selectBinRecycle <= 1'b1;
			positionBinRecycle <= 10'd800;	 
			if(pause == 25000000)	 
				begin
				pause <= 0;	 
				testComplete <= 1'b1;
				state <= control;	 
				end
			else
				begin
				pause <= pause + 1;	 
				state <= binRecycleRight;	 
				end
			end
		redPush:				 
			begin
			selectRed <= 1'b1;
			positionRed <= 10'd160;	 
			if(pause == 25000000)	 
				begin
				pause <= 0;	 
				testComplete <= 1'b1;
				state <= control;	 
				end
			else
				begin
				pause <= pause + 1;	 
				state <= redPush;	 
				end
			end
		redHome:				 
			begin
			selectRed <= 1'b1;
			positionRed <= 10'd355;	 
			if(pause == 25000000)	 
				begin
				pause <= 0;	 
				testComplete <= 1'b1;
				state <= control;	 
				end
			else
				begin
				pause <= pause + 1;	 
				state <= redHome;	 
				end
			end
		greenBlueLeft:			 
			begin
			selectGreenBlue <= 1'b1;
			positionGreenBlue <= 10'd160;	 
			if(pause == 25000000)	 
				begin
				pause <= 0;	 
				testComplete <= 1'b1;
				state <= control;	 
				end
			else
				begin
				pause <= pause + 1;	 
				state <= greenBlueLeft;	 
				end
			end
		greenBlueCentre:			 
			begin
			selectGreenBlue <= 1'b1;
			positionGreenBlue <= 10'd355;	 
			if(pause == 25000000)	 
				begin
				pause <= 0;	 
				testComplete <= 1'b1;
				state <= control;	 
				end
			else
				begin
				pause <= pause + 1;	 
				state <= greenBlueCentre;	 
				end
			end
		greenBlueRight:		 
			begin
			selectGreenBlue <= 1'b1;
			positionGreenBlue <= 10'd800;	 
			if(pause == 25000000)	 
				begin
				pause <= 0;	 
				testComplete <= 1'b1;
				state <= control;	 
				end
			else
				begin
				pause <= pause + 1;	 
				state <= greenBlueRight;	 
				end
			end
		maintenanceEND:
			begin
			selectRedBlue <= 1'b1;
			selectGreenOther <= 1'b1;
			selectBinRecycle <= 1'b1;
			selectRed <= 1'b1;
			selectGreenBlue <= 1'b1;
			positionRedBlue <= 10'd355;
			positionGreenOther <= 10'd355;
			positionBinRecycle <= 10'd160;
			positionRed <= 10'd355;
			positionGreenBlue <= 10'd355;
			if(pause == 25000000)
				begin
				pause <= 0;
				selectRedBlue <= 1'b0;
				selectGreenOther <= 1'b0;
				selectBinRecycle <= 1'b0;
				selectRed <= 1'b0;
				selectGreenBlue <= 1'b0;
				testComplete <= 1'b1;
				state <= control;
				end
			else
				begin
				pause = pause + 1;
				state <= maintenanceEND;
				end
			end
		endcase
	end
endmodule
```

## run.sh

```bash
#!/bin/bash
# OpenROAD 26Q1-2900-gdf79404cd8, Yosys 0.63+post, stock flow scripts
make -C /OpenROAD-flow-scripts/flow DESIGN_CONFIG=/design/flow/config.mk WORK_HOME=/design/flow/orfs finish
```

==> summary.rpt <==
=== SYNTHESIS / PLACE & ROUTE SUMMARY ===
----------------------------------------------------
[Status]
  Result of the run ........................ completed

[Logic synthesis]
  Adder share ........................ 0.00755
  Dominant combinational cell family by area after synthesis ........................ simple AND/OR/NAND/NOR gates
  Biggest area consumer among synthesized cells ........................ sky130_fd_sc_hd__edfxtp_1
  Mux share of post-synthesis cell area ........................ 0.00906
  Synthesized-area fraction occupied by and/or/nand/nor cells ........................ 0.179
  Flip-flop and latch count after synthesis ........................ 70
  Synth top area cells ........................ sky130_fd_sc_hd__edfxtp_1 45%, sky130_fd_sc_hd__dfxtp_1 12%, sky130_fd_sc_hd__buf_4 7.9%
  Synth Warn # ........................ 1
  Cells in synth_stat.txt ........................ 292
  Area fraction in xor and xnor cells ........................ 0.0449
  Count of mapped cells out of synthesis ........................ 292
  Post-synth design cell area ........................ 0.00332 mm2
  Avg Inst Size Synth ........................ 11.4 um2
  Area share of the largest cell type after synthesis ........................ 0.453
  Cell variety after synth ........................ 40
  Yosys stat chip area ........................ 0.00332 mm2
  Sequential share of the synthesized area ........................ 0.574
  Complex-gate fraction of the synthesized area ........................ 0.0789

[Power and ir drop]
  Pwr dens ........................ 374 mW/mm2
  Switching power ........................ 311 uW
  Part of the total power dissipated in the clock network ........................ 0.397
  Sequential Power Share ........................ 0.581
  Leakage power ........................ around 1.4 nW
  Net Sw Frac ........................ 0.219
  Cell Int Power ........................ approximately 1.1 mW
  Relative contribution of combinational cells to total power ........................ 0.021
  Peak ir drop on the vdd network ........................ 0.000200 V

[Cells and area]
  Area growth from synthesis to layout ........................ 14.6%
  Finished Cell Area ........................ 0.00380 mm2
  Register name with the most flops ........................ pause
  Biggest registers after layout ........................ pause x25, state x15
  Post-Route Utilization ........................ 0.482
  Share of layout cells above drive strength 1 ........................ 0.0988
  Most used logic cell in the final layout ........................ sky130_fd_sc_hd__edfxtp_1
  Most frequently placed logic cells in the final layout ........................ 50 x sky130_fd_sc_hd__edfxtp_1, 36 x sky130_fd_sc_hd__clkdlybuf4s50_1, 24 x sky130_fd_sc_hd__conb_1
  Number of flip-flops in the largest register ........................ 25

[CTS]
  TritonCTS clock tree ........................ built
  Count of hold buffers inserted by post-cts repair ........................ 0
  Clock input transition at the sequential cells of the worst setup and hold paths ........................ 80 ps
  Max Buffers Root-to-Sink ........................ 2
  Maximum level of the CTS H-tree ........................ 3
  Resize count post-CTS ........................ 0
  Clk sinks ........................ approximately 70
  CTS root buf ........................ sky130_fd_sc_hd__clkbuf_8
  Clock insertion delay at the later pin of the skew report ........................ about 340 ps
  Number of buffers added for setup after CTS ........................ 0
  Clock buffer count from CTS ........................ 9

[Critical path]
  Worst setup path class ........................ reg -> reg
  Critical path fanouts, max ........................ 10
  Worst R2R Setup Slack ........................ roughly 1400 ps
  Worst setup path start ........................ pause[0]$_SDFFCE_PP0N_
  Endpoint type of the worst setup path ........................ register
  Worst Reg-to-Reg Cells ........................ 5
  Arrival @ worst endpoint ........................ around 2600 ps
  Startpoint of the worst register-to-register path ........................ pause[0]$_SDFFCE_PP0N_
  Element type at the critical path start ........................ register
  Reg-to-Reg End ........................ pause[24]$_SDFFCE_PP0N_
  Required time of the critical path ........................ 4000 ps

[Routing]
  1st-pass router iterations ........................ 4
  Total Wirelength ........................ 5.21 mm
  DR vias ........................ 2,087
  Count of unresolved DRC violations after routing ........................ 0
  Final ANT Viol Nets ........................ 0
  Count of routing violations after the opening detailed-route iteration ........................ 103
  Routed wirelength normalized by instance count ........................ 12.2 um
  Via-to-Cell Ratio ........................ 4.90
  Number of antenna repair diodes ........................ 0

[Floorplanning]
  Core Rows ........................ 32
  Core ar. ........................ ~0.0079 mm2
  Chip Area ........................ a little under 0.009 mm2
  Chip Height ........................ 93.0 um
  Die span in x ........................ 93.0 um
  Top-level I/O count ........................ 61
  Initial Util ........................ 0.420

[Timing]
  Setup-failing EPs final ........................ 0
  Top achievable clock speed ........................ 0.424 GHz
  Transition at the pin with the smallest max-transition slack ........................ 708 ps
  Total count of max-transition violations in the final report ........................ 0
  Setup TNS Final ........................ 0 ps
  Fin crit share ........................ 0.620
  Setup repair after global routing missed its margin ........................ false
  Worst relative slew slack ........................ 0.521
  Count of final hold-check violations ........................ 0
  Worst clock skew ........................ 9.68 ps
  Clock period minus final worst setup slack ........................ around 2400 ps
  Tightest hold margin ........................ a little under 500 ps

[Placement]
  Total of buffers placed on input and output ports ........................ 36
  RD Place Congestion ........................ between 0.8 and 0.9
  Cell area after placement ........................ between 0.003 and 0.004 mm2
  Post-DP HPWL ........................ between 3 and 4 mm

[Global routing]
  Aggregate global-route resource usage ........................ 0.132
  Maximum number of pins on one net before global-route repair ........................ 28
  GRT Residual Overflow ........................ 0
  Via count of the first global-routing pass ........................ around 1,800
  Wire length of the first global-routing pass ........................ 8.69 mm
  Number of antenna violations at the first check in global routing ........................ 0

[Worst hold path]
  Hold path startpoint ........................ state[9]$_DFF_P_
  Sink of the worst hold path ........................ state[9]$_DFF_P_
  Worst hold path type ........................ reg -> reg
  Min-Delay Path Depth ........................ 1

[Run]
  Count of maximum capacitance violations ........................ 0
  Tool warning count ........................ 26

----------------------------------------------------
[per-stage QoR]
step	worst slack (ps)	instances	total power, mW
after floorplan	1680	314	0.877
after global placement	1320	410	0.873
after detailed placement	1350	410	0.872
after CTS	1430	426	1.44
after global routing	1310	426	1.47
final	1440	426	1.42
[cell usage after synthesis]
| master | number |
|---|---|
| sky130_fd_sc_hd__nand4_1 | 9 |
| sky130_fd_sc_hd__nor3_1 | 3 |
| sky130_fd_sc_hd__conb_1 | 2 |
| sky130_fd_sc_hd__xnor2_1 | 13 |
| sky130_fd_sc_hd__or3_1 | 12 |
| sky130_fd_sc_hd__xor2_1 | 4 |
| sky130_fd_sc_hd__o2bb2ai_1 | 12 |
| sky130_fd_sc_hd__a22o_1 | 2 |
| sky130_fd_sc_hd__o221ai_1 | 1 |
| sky130_fd_sc_hd__buf_4 | 35 |
| sky130_fd_sc_hd__nor2_1 | 10 |
| sky130_fd_sc_hd__and4_1 | 3 |
| sky130_fd_sc_hd__nor3b_1 | 1 |
| sky130_fd_sc_hd__dfxtp_1 | 20 |
| sky130_fd_sc_hd__nand2b_1 | 1 |
| sky130_fd_sc_hd__nand4_2 | 1 |
| sky130_fd_sc_hd__nor2b_1 | 1 |
| sky130_fd_sc_hd__o21ai_0 | 9 |
| sky130_fd_sc_hd__a32o_1 | 2 |
| sky130_fd_sc_hd__a21oi_1 | 6 |
| sky130_fd_sc_hd__and3_1 | 2 |
| sky130_fd_sc_hd__o211ai_1 | 1 |
| sky130_fd_sc_hd__or4_1 | 3 |
| sky130_fd_sc_hd__nand3b_1 | 2 |
| sky130_fd_sc_hd__nor4_1 | 6 |
| sky130_fd_sc_hd__and2_1 | 5 |
| sky130_fd_sc_hd__a31oi_1 | 1 |
| sky130_fd_sc_hd__clkbuf_1 | 9 |
| sky130_fd_sc_hd__buf_2 | 1 |
| sky130_fd_sc_hd__ha_1 | 2 |
| sky130_fd_sc_hd__nand2_1 | 17 |
| sky130_fd_sc_hd__o22ai_1 | 1 |
| sky130_fd_sc_hd__edfxtp_1 | 50 |
| sky130_fd_sc_hd__nor4b_1 | 2 |
| sky130_fd_sc_hd__nand3_1 | 12 |
| sky130_fd_sc_hd__mux2i_1 | 3 |
| sky130_fd_sc_hd__nor4bb_1 | 1 |
| sky130_fd_sc_hd__or2_2 | 13 |
| sky130_fd_sc_hd__inv_1 | 12 |
| sky130_fd_sc_hd__o31ai_1 | 2 |
[power groups by stage]
stage	logic, mW	registers [mW]	clock network (mW)
CTS	0.0305	0.824	0.581
global route	0.0345	0.826	0.609
finish	0.0303	0.825	0.564
[area by class of cell]
type	count	area (um2)
Clock inverter	6	42.5
Clock buffer	10	149
Tap cell	102	128
Inverter	12	45.0
Timing Repair Buffer	39	383
Sequential cell	70	1900
Fill cell	693	4090
Multi-Input combinational cell	187	1150
[critical path, stage by stage (launching register included)]
cell and delay (ps):
sky130_fd_sc_hd__edfxtp_1 450, sky130_fd_sc_hd__ha_1 270, sky130_fd_sc_hd__inv_1 90, sky130_fd_sc_hd__or4_1 700, sky130_fd_sc_hd__or4_1 550, sky130_fd_sc_hd__a21oi_1 140
[worst max-delay path by stage]
stage                                      to  slack (ps)  cells past startpoint
final                 pause[24]$_SDFFCE_PP0N_        1440                      5
after global routing  pause[24]$_SDFFCE_PP0N_        1310                      5
after CTS             pause[24]$_SDFFCE_PP0N_        1430                      5
[routing by layer]
| layer | GRT usage | vias to the layer above | part of all wire |
|---|---|---|---|
| met1 | 0.241 | 944 | 0.54 |
| li1 | - | 1063 | - |
| met2 | 0.179 | 70 | 0.40 |
| met4 | 0.0256 | 0 | 0.019 |
| met3 | 0.0190 | 10 | 0.046 |
| met5 | 0 | - | 0 |
[logic make-up after synthesis]
kind of cell / count (synthesis)
fa+ha+maj: 2
simple gates: 104
buf+inv: 57
other cells: 2
mux: 3
compound gates: 37
flops: 70
xor+xnor: 17
No activity file was given, so power comes from the tool's default toggle rates.
