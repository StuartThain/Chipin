==> flow/design.v <==
module eyeLED(clk, redLED);
input clk;
output redLED;
reg redLED, greenLED, blueLED;
reg [2:0] state;
reg [27:0] pause;
reg [7:0] colourSelect;
reg [16:0] counter;
parameter clkDelay = 195;
parameter delay = 3'd0, flicker = 3'd1, flickerTwo = 3'd2, flickerThree = 3'd3, flickerFour = 3'd4;
initial state = 3'd0;
initial pause = 28'd0;
always@(posedge clk)
	begin
	case(state)
		delay:		 
			begin
			if(pause >= 145000000)
				begin
				colourSelect <= 8'd177;	 
				pause <= 28'd0;	 
				counter <= 17'd0;	 
				state <= flicker;	 
				end
			else
				begin
				colourSelect <= 8'd255;		 
				counter <= counter + 1'b1;
				if(counter <= colourSelect * clkDelay)	 
					begin
					redLED <= 1'b1;		 
					pause <= pause + 1'b1;
					state <= delay;	 
					end
				else
					begin
					redLED <= 1'b0;	 
					pause <= pause + 1'b1;
					state <= delay;	 
					end
				end
			end
		flicker:
			begin
			if(pause >= 110000000)	 
				begin
				colourSelect <= 8'd50;		 
				pause <= 28'd0;		 
				counter <= 17'd0;	 
				state <= flickerTwo;	 
				end
			else
				begin
				counter <= counter + 1'b1;
				if(counter <= colourSelect * clkDelay)	 
					begin
					redLED <= 1'b1;		 
					pause <= pause + 1'b1;
					state <= flicker;	 
					end
				else
					begin
					redLED <= 1'b0;		 
					pause <= pause + 1'b1;
					state <= flicker;	 
					end
				end
			end
		flickerTwo:
			begin
			if(pause >= 50000000)	 
				begin
				colourSelect <= 8'd255;
				pause <= 28'd0;
				counter <= 17'd0;
				state <= flickerThree;	 
				end
			else
				begin
				counter <= counter + 1'b1;
				if(counter <= colourSelect * clkDelay)	 
					begin
					redLED <= 1'b1;		 
					pause <= pause + 1'b1;
					state <= flickerTwo;	 
					end
				else
					begin
					redLED <= 1'b0;		 
					pause <= pause + 1'b1;
					state <= flickerTwo;	 
					end
				end
			end
		flickerThree:
			begin
			if(pause >= 5000000)	 
				begin
				colourSelect <= 8'd0;
				pause <= 28'd0;
				counter <= 17'd0;
				state <= flickerFour;	 
				end
			else
				begin
				counter <= counter + 1'b1;
				if(counter <= colourSelect * clkDelay)	 
					begin
					redLED <= 1'b1;	 
					pause <= pause + 1'b1;
					state <= flickerThree;	 
					end
				else
					begin
					redLED <= 1'b0;	 
					pause <= pause + 1'b1;
					state <= flickerThree;	 
					end
				end
			end
		flickerFour:
			begin
			if(pause >= 5000000)	 
				begin
				pause <= 28'd0;
				state <= delay;		 
				end
			else
				begin
				pause <= pause + 1'b1;
				state <= flickerFour;	 
				end
			end
		endcase
	end
endmodule
==> flow/run.sh <==
#!/bin/bash
# OpenROAD 26Q1-2900-gdf79404cd8, Yosys 0.63+post, stock flow scripts
make -C /OpenROAD-flow-scripts/flow DESIGN_CONFIG=/design/flow/config.mk WORK_HOME=/design/flow/orfs finish
==> flow/config.mk <==
export PLATFORM = sky130hd
export DESIGN_NAME = eyeLED
export DESIGN_NICKNAME = eyeLED
export VERILOG_FILES = /design/flow/design.v
export SDC_FILE = /design/flow/constraint.sdc
export NUM_CORES = 4
export LEC_CHECK = 1
export CORE_UTILIZATION = 50
==> flow/constraint.sdc <==
current_design eyeLED

set clk_period 7.1
set clk_io_pct 0.2

create_clock -name clk0 -period $clk_period [get_ports {clk}]

set non_clock_inputs [all_inputs -no_clocks]
set_input_delay [expr $clk_period * $clk_io_pct] -clock clk0 $non_clock_inputs
set_output_delay [expr $clk_period * $clk_io_pct] -clock clk0 [all_outputs]
==> impl_results.rst <==
Implementation results
======================

.. list-table::
   :header-rows: 1

   * - Metric
     - Value
   * - Transition time at the pin with the least slew margin
     - 822 ps
   * - Util after Layout
     - 0.528
   * - Quantity of gates resized following cts
     - 0
   * - Final setup violation count
     - 0
   * - Source-to-sink clock delay at the later pin of the worst-skew pair
     - around 320 ps
   * - Post-synthesis cell area
     - ~4500 µm²
   * - Beginning of the worst hold path
     - colourSelect[2]
   * - Number of enable flip-flop cells
     - between 40 and 50
   * - Met3 track utilization from global routing
     - 0.0286
   * - Total Die Area
     - about 9400 µm²
   * - Number of hold buffers added after CTS
     - 0
   * - Lkg Pwr
     - 1.93 nW
   * - Antenna violations before repair
     - 0
   * - Dpl cell area
     - roughly 4500 µm²
   * - Met1 global-route usage
     - 0.295
   * - Startpoint of the worst setup timing path
     - colourSelect[3]
   * - Total power
     - 0.534 mW
   * - Number of cells produced by synthesis
     - 465
   * - Area used by sequential logic in the layout
     - 1590 µm²
   * - Clock Sink Count
     - about 55
   * - Ys flops
     - 55
   * - Worst path required time
     - approximately 7300 ps
   * - Starting density of the core
     - 0.519
   * - Status
     - finished, final reports clean
   * - Number of diodes added for antenna fixing
     - 0
   * - Worst Hold Margin
     - 521 ps
   * - Post CTS Setup Buffer Count
     - 0
   * - Post-CTS clock slew at the launch and capture registers of the worst setup and hold paths
     - between 100 and 150 ps
   * - Last weighted congestion value of the routability-driven placer
     - slightly below 0.9
   * - Final-layout fill cell count
     - between 700 and 800
   * - Post-Place Cells
     - 556
   * - Global-route congestion overflow total
     - 0
   * - Detail-routed via count per cell
     - around 5.7
   * - Floorplan die width
     - 97.1 µm
   * - Remaining antenna violation count
     - 0
   * - Wire length of the first global-routing pass
     - around 14,000 µm
   * - Slack of the critical path
     - 2500 ps
   * - Synthesized area per cell
     - slightly below 10 µm²
   * - CTS max path bufs
     - 2
   * - Peak-usage layer in the global routing report
     - met2
   * - Final instance area
     - ~4600 µm²
   * - Peak supply drop
     - 89.1 µV
   * - TNS Setup
     - 0 ps
   * - TritonCTS Buffers
     - 5
   * - Number of global-route vias before repair
     - ~3,000
   * - Final number of max-transition violations
     - 0
   * - Slew margin rel.
     - 0.452
   * - Worst min-delay path category
     - reg -> reg
   * - Height of the chip
     - ~97 µm
   * - Cell Type Count
     - about 73
   * - Worst setup EP type
     - flip-flop
   * - Fraction of layout cells with a size suffix above 1
     - 0.0943
   * - Global routing usage on met2
     - 0.313
   * - Number of placement rows
     - 34
   * - Clock Root Buffer
     - sky130_fd_sc_hd__clkbuf_8
   * - Routed wire length
     - roughly 8200 µm
   * - Drt pass-1 iters
     - 4
   * - CTS tree
     - built
   * - Tool Warnings
     - 33
   * - Maximum number of pins on one net before global-route repair
     - 29
   * - Class of the most critical setup path
     - reg -> reg
   * - Final worst path period need
     - between 4000 and 5000 ps
   * - CTS H-Tree Depth
     - 2
   * - Hold violation total from the final report
     - 0
   * - Fin Clk Skew
     - 18.5 ps
   * - Count of instantiated cells in the yosys netlist
     - 465
   * - Number of port buffers
     - 1
   * - Fmax
     - ~220 MHz
   * - Seq/Total Area, Yosys
     - 0.352
   * - Max Fanout on Critical Path
     - 16
   * - Most frequently placed logic cells in the final layout
     - 64 x sky130_fd_sc_hd__nor2_1, 49 x sky130_fd_sc_hd__edfxtp_1, 46 x sky130_fd_sc_hd__ha_1
   * - Power per Cell Area
     - 116 nW/µm²
   * - Total number of yosys warnings
     - 1
   * - Ports placed on the boundary
     - 2
   * - Share of flip-flops with an asynchronous set or reset after synthesis
     - 0
   * - Final worst path period share
     - 0.649
   * - Initial DRC count
     - 185
   * - Most instantiated logic cell after routing
     - sky130_fd_sc_hd__nor2_1
   * - Maximum Capacitance Violations
     - 0
   * - Multi-input gate area
     - around 2700 µm²
   * - DR vias
     - 3,198
   * - DRC violations left
     - 0
   * - Routed len/inst
     - 14.6 µm
   * - Post-synthesis chip area from yosys
     - 4520 µm²
   * - CP startpoint kind
     - flip-flop
   * - Non-Filler Instances
     - about 560
   * - Worst setup slack before clock tree synthesis
     - ~2500 ps
   * - All-layer global routing usage
     - 0.192
   * - Area added between synthesis and finish
     - 1.74%
   * - Launching point of the worst reg2reg path
     - colourSelect[3]
   * - DP Wirelength
     - 6120 µm
   * - Setup repair after global routing missed its margin
     - no
   * - Worst EP arrival
     - roughly 4800 ps
   * - Total core area
     - between 8000 and 9000 µm²
   * - Leading register cell type out of synthesis
     - sky130_fd_sc_hd__edfxtp_1
## sequential cells by signal, indices dropped and copies added, names as in the netlist, named ones only
name,count
colourSelect,3
counter,17
pause,28
redLED,1
state,3
## cell families after synthesis
| kind of cell | share of synthesized area |
|---|---|
| muxes | 0.00249 |
| adders and majority gates | 0.136 |
| AOI/OAI and AO/OA | 0.133 |
| xor gates and xnor gates | 0.107 |
| and+or+nand+nor | 0.213 |
| DFF | 0.352 |
| buffers and inverters | 0.0567 |
## where the power goes
part / switching [mW] / total, mW / internal (mW)
combinational: 0 / 0.00000126 / 0
clock: 0.114 / 0.188 / 0.0734
sequential: 0 / 0.346 / 0.346
## final cells by class
cell class | count | area share
Multi-Input combinational cell | 368 | 0.581
Sequential cell | 55 | 0.346
Tap cell | 108 | 0.0294
Inverter | 23 | 0.0188
Clock buffer | 5 | 0.0150
Clock inverter | 3 | 0.00598
Timing Repair Buffer | 2 | 0.00381
## critical path, stage by stage (launching register included)
cell                       delay [ps]
sky130_fd_sc_hd__dfxtp_1          710
sky130_fd_sc_hd__inv_1            210
sky130_fd_sc_hd__ha_1             380
sky130_fd_sc_hd__inv_1            100
sky130_fd_sc_hd__ha_1             330
sky130_fd_sc_hd__fa_1             480
sky130_fd_sc_hd__ha_1             330
sky130_fd_sc_hd__a21boi_0         210
sky130_fd_sc_hd__o21ai_0          110
sky130_fd_sc_hd__a21boi_0         330
sky130_fd_sc_hd__o2111a_1         250
sky130_fd_sc_hd__o21ai_0           90
sky130_fd_sc_hd__xnor2_1          140
sky130_fd_sc_hd__ha_1             300
sky130_fd_sc_hd__nand4b_1         140
sky130_fd_sc_hd__nor3_1           190
sky130_fd_sc_hd__nand3_1           90
sky130_fd_sc_hd__o21ai_0           70
## layer usage
metal,vias to the layer above,share of wire
li1,1655,-
met1,1488,0.49
met2,45,0.47
met3,10,0.026
met4,0,0.014
met5,-,0
## path summary, 6_finish.rpt
check	to	slack, ps	cells after the start
max	redLED	2500	17
max reg2reg	redLED	2500	17
min reg2reg	colourSelect[2]	520	2
min	colourSelect[2]	520	2
## cells in the mapped netlist, types with 5 or more instances
cell / number / share of area
sky130_fd_sc_hd__nor2_1: 64 / 0.053
sky130_fd_sc_hd__edfxtp_1: 49 / 0.33
sky130_fd_sc_hd__ha_1: 46 / 0.13
sky130_fd_sc_hd__xnor2_1: 30 / 0.058
sky130_fd_sc_hd__nand2_1: 27 / 0.022
sky130_fd_sc_hd__xor2_1: 25 / 0.048
sky130_fd_sc_hd__inv_1: 23 / 0.019
sky130_fd_sc_hd__nand3_1: 22 / 0.024
sky130_fd_sc_hd__nor3_1: 14 / 0.015
sky130_fd_sc_hd__a21oi_1: 12 / 0.013
sky130_fd_sc_hd__nand4_1: 10 / 0.014
sky130_fd_sc_hd__nor2_2: 10 / 0.014
sky130_fd_sc_hd__o21ai_0: 10 / 0.011
sky130_fd_sc_hd__a21o_1: 7 / 0.012
sky130_fd_sc_hd__dfxtp_1: 6 / 0.027
sky130_fd_sc_hd__buf_4: 5 / 0.0083
sky130_fd_sc_hd__nor2b_1: 5 / 0.0069
Power and IR drop assume default switching activity.
